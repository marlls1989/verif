`run.sh`:
```
#!/bin/bash
# OpenROAD 26Q1-2900-gdf79404cd8, Yosys 0.63+post, stock flow scripts
make -C /OpenROAD-flow-scripts/flow DESIGN_CONFIG=/design/flow/config.mk WORK_HOME=/design/flow/orfs finish
```
`config.mk`:
```
export PLATFORM = sky130hd
export DESIGN_NAME = mac4
export DESIGN_NICKNAME = mac4
export VERILOG_FILES = /design/flow/design.v
export SDC_FILE = /design/flow/constraint.sdc
export NUM_CORES = 4
export LEC_CHECK = 1
export CORE_UTILIZATION = 40
```
`constraint.sdc`:
```
current_design mac4

set clk_period 7.2
set clk_io_pct 0.2

create_clock -name clk0 -period $clk_period [get_ports {clk}]

set non_clock_inputs [all_inputs -no_clocks]
set_input_delay [expr $clk_period * $clk_io_pct] -clock clk0 $non_clock_inputs
set_output_delay [expr $clk_period * $clk_io_pct] -clock clk0 [all_outputs]
```
`design.v`:
```
module mac4 #(WIDTH=16)
   (input logic [(WIDTH/2)-1:0] a,
    input logic [(WIDTH/2)-1:0] b,
    input logic en,
    input logic               clk, reset,
    output logic [WIDTH-1:0]  out);
   logic [(WIDTH/2)-1:0]      reg_a;
   logic [(WIDTH/2)-1:0]      reg_b;
   logic [WIDTH-1:0]          prod;
   logic [1:0]                reg_en;
   always @(posedge clk or negedge reset)
      if (!reset) begin
        reg_en[0] <= '0;
        reg_en[1] <= '0;
      end else begin
        reg_en[0] <= en;
        reg_en[1] <= reg_en[0];
      end
   always @(posedge clk) begin
      if (en) begin
        reg_a <= a;
        reg_b <= b;
      end
      if (reg_en[0])
        prod <= reg_a * reg_b;
     end
   always @(posedge clk or negedge reset)
      if (!reset)
        out <= '0;
      else if (reg_en[1])
        out  <= out + prod;
endmodule  
```
==> run notes <==
Notes on the physical implementation.

- The vias per cell is 4.80, for reference.
- The data arrival time of the critical path is 4.60 ns, for reference.
- The timing report gives the worst reg2reg path a setup slack of 2.75 ns.
- The combinational share of power is 66.2%, for reference.
- The worst slew margin relative to its limit is 50.6%, for reference.
- Sorting the synthesized cells by how often they occur yields 60 x sky130_fd_sc_hd__inv_1, 51 x sky130_fd_sc_hd__and2_1, 51 x sky130_fd_sc_hd__ha_1.
- Checking hold timing, the worst path is listed with class register to register.
- Setup repair after global routing left no endpoint under its margin.
- The routed length per instance is 12.4 um, for reference.
- Setup violations remaining at the end of the flow were counted as 0.
- The floorplan step defined a die boundary enclosing 11500 um^2.
- The main flop type is sky130_fd_sc_hd__edfxtp_1, for reference.
- The share of synthesized area occupied by flip-flops and latches is 31.8%, for reference.
- The mean cell area of the mapped netlist is 10.8 um^2, for reference.
- The tree is rooted in a sky130_fd_sc_hd__clkbuf_8.
- The number of warnings reported in the stage logs is 25.
- The report lists the number of standard-cell rows as 38.
- The share of layout cells above drive strength 1 is 6.21%, for reference.
- The element type at the critical path end is a register, for reference.
- The detailed-route via count is 2839, for reference.
- The final max-slew violation count is 0, for reference.
- The internal power of the cells is 1.25 mW, for reference.
- Wires add up to 7350 um.
- In this build the clock could be raised as far as 0.225 GHz.
- The net switching share of the total power is 40.6%, for reference.
- Entering global routing, the biggest net connects 19 pins.
- The required time at the worst endpoint is listed as 7.35 ns.
- The switching power summed over all nets is 854 uW, for reference.
- The synthesized instance count is 412.
- The max-capacitance violation count is 0, for reference.
- Warnings reported by Yosys during synthesis add up to 1.
- The clock skew after layout is 0.0188 ns, for reference.
- Dividing total power by cell area gives a power density of 416 nW/um^2.
- The total of buffers placed on input and output ports is 34, for reference.
- The number of standard cells reported by yosys is 412, for reference.
- In the post-synthesis netlist, the biggest area contributors are sky130_fd_sc_hd__edfxtp_1 22%, sky130_fd_sc_hd__fa_1 17%, sky130_fd_sc_hd__ha_1 14%.
- The clock net in this run drives a total of 50 sinks.
- The most critical setup path has its endpoint at prod[15].
- The tally of nets with antenna violations remaining after routing is 0, for reference.
- The area taken by sequential standard cells is reported as 1410 um^2.
- The portion of the clock cycle consumed by the worst path in the final layout is 61.8%, for reference.
- The number of cells in the finished layout apart from fillers is 591, for reference.
- The endpoint of the worst register-to-register path is prod[15], for reference.
- The hold buffer count at cts is 0, for reference.
- The later pin in the worst-skew pair is clocked with a latency of 0.31 ns.
- The CTS report gives the tree buffer count as 5.
- The number of enable flip-flop cells is 32, for reference.
- The pin closest to its max-slew limit shows a slew of 0.739 ns.
- The worst register-to-register path depth is 14.
- The first-pass GRT wire length is 12800 um, for reference.
- The core region is 10800 um^2.
- 35 I/O pins were placed.
- The chip area from the yosys synthesis statistics is 4430 um^2, for reference.
- After synthesis, the largest area contributor takes up 21.7% of total cell area.
- The setup path with the least slack is of type register to register.
- The DRC violation total after the first TritonRoute iteration is 54, for reference.
- Per the synthesis report, the number of distinct cell types is 49.
- The global router's overall resource usage is 14.7%, for reference.
- The antenna diode count is 0, for reference.
- Counting tap cells, the placed design contains a total of 583 instances.
- The wire-length estimate of the detail-placed layout is 6150 um.
- The final-layout setup total negative slack is 0 ns, for reference.
- The startpoint identified for the worst register-to-register timing path is reg_a[1].
- The reported leakage power is 2.26 nW, for reference.
- The number of synthesized register bits is 50, for reference.
- From synthesis to final layout, the design area changed by 14.1%.
- The power report attributes to the clock group a share of 9.4%.
- After clock tree synthesis, the setup repair step added 0 buffers.
- The async set or reset register ratio after synthesis is 36.0%, for reference.
- The kind of start point of the critical path is a register, for reference.
- The shortest period the worst path allows is 4.45 ns, for reference.
- The detailed-routing iteration count for the pre-antenna-repair pass is 4, for reference.
- The maximum fanout along the worst path is 8, for reference.
- The final number of hold-violating endpoints is 0, for reference.
- According to the timing report, the critical path is launched from reg_a[1].
- The number of resized instances in the post-cts repair step is 0, for reference.
- The sequential share of power is 24.3%, for reference.
- The vertical die size is 107 um, for reference.
- The placer congestion estimate is 0.895, for reference.
- In the CTS report, the clock slew at the register clock pins of the worst setup and hold paths is listed as 0.10 ns.
- In this run the number of H-tree levels came out at 2.
- The layout has 985 filler cells.
- The number of global-route vias before repair was 2795.
- The run finished with clean final reports.
- The library cell with the largest summed area after synthesis is sky130_fd_sc_hd__edfxtp_1, for reference.
- The maximum VDD drop is 0.168 mV, for reference.
- The multi-input combinational cells in the finished layout cover a total of 2780 um^2.
- TritonCTS built the clock tree.
- The core utilization before placement is 40.9%, for reference.
- The dominant cell by count in the synthesized netlist is sky130_fd_sc_hd__inv_1, for reference.
- The remaining design rule violation count is 0, for reference.
- The post-synthesis cell area is 4430 um^2, for reference.
- The global route stage reports its total congestion overflow as 0.
- The number of antenna violations at the first check in global routing is 0, for reference.
- In this run the horizontal extent of the chip is 107 um.
- The maximum number of buffers from clock root to sink is 2, for reference.
## worst min path at each step
stage | startpoint | to | slack [ns] | depth (start not counted)
finish | out[15] | out[15] | 0.48 | 1
global route | out[15] | out[15] | 0.51 | 1
CTS | out[15] | out[15] | 0.48 | 1
## registers in the layout, indices dropped and copies added, names as in the netlist
signal / flops
reg_b: 8
out: 16
prod: 16
reg_en: 2
reg_a: 8
## layer usage
layer  vias to the layer above  routed length (um)  part of all wire [%]  GRT usage, %
met2                        40                3470                    47          23.5
met4                         0                  72                  0.98          1.08
li1                       1479                   -                     -             -
met5                         -                   0                     0             0
met3                         8                 207                   2.8          2.22
met1                      1312                3600                    49          23.3
## power groups by stage
stage	combinational, mW	sequential, mW	clock, mW
after CTS	1.41	0.513	0.207
after global routing	1.59	0.528	0.216
final	1.39	0.512	0.198
## kinds of logic (layout without fill, tap and decap cells)
group,Yosys count,after routing,synth area share (%)
buffers and inverters,64,103,5.45
AND-OR/OR-AND,73,73,11.8
XOR/XNOR,21,21,4.15
flip-flops,50,50,31.8
AND/OR/NAND/NOR,105,105,12.8
multiplexers,11,11,2.88
adder cells (fa/ha/maj),88,88,31.1
## through the flow
| step | hold slack (ns) | power [mW] | area [um^2] | setup slack [ns] | util [%] |
|---|---|---|---|---|---|
| 4_1_cts | 0.483 | 2.13 | 5060 | 2.72 | 46.6 |
| 3_5_place_dp | 0.465 | 1.91 | 4940 | 2.75 | 45.6 |
| 5_1_grt | 0.507 | 2.34 | 5060 | 2.54 | 46.6 |
| 3_3_place_gp | 0.466 | 1.91 | 4940 | 2.80 | 45.6 |
| 2_1_floorplan | 0.424 | 1.59 | 4430 | 2.98 | - |
| 6_report | 0.475 | 2.10 | 5060 | 2.75 | 46.6 |
## cell usage in the layout, fill, tap and decap left out, types with 15 or more instances in the layout
cell type                         instances
sky130_fd_sc_hd__a21oi_1                 15
sky130_fd_sc_hd__and2_1                  51
sky130_fd_sc_hd__clkdlybuf4s50_1         34
sky130_fd_sc_hd__dfrtp_1                 18
sky130_fd_sc_hd__edfxtp_1                32
sky130_fd_sc_hd__fa_1                    37
sky130_fd_sc_hd__ha_1                    51
sky130_fd_sc_hd__inv_1                   60
sky130_fd_sc_hd__nand2_1                 24
sky130_fd_sc_hd__xnor2_1                 17
## worst max-delay path, cell delays in order, from the launching register on
cell and delay (ns):
sky130_fd_sc_hd__edfxtp_1 0.52, sky130_fd_sc_hd__and2_1 0.21, sky130_fd_sc_hd__fa_1 0.44, sky130_fd_sc_hd__fa_1 0.54
sky130_fd_sc_hd__inv_1 0.05, sky130_fd_sc_hd__fa_1 0.46, sky130_fd_sc_hd__fa_1 0.54, sky130_fd_sc_hd__inv_1 0.04
sky130_fd_sc_hd__ha_1 0.33, sky130_fd_sc_hd__o21a_1 0.20, sky130_fd_sc_hd__o31a_1 0.13, sky130_fd_sc_hd__o221a_2 0.29
sky130_fd_sc_hd__o41ai_4 0.27, sky130_fd_sc_hd__nor2_1 0.09, sky130_fd_sc_hd__a211oi_1 0.17
## cell type report
cell class                 instances  area share, %
timing repair buffer              35           6.88
multi-input combinational        298           55.0
inverter                          60           4.45
clock inverter                     1          0.173
sequential                        50           27.9
clock buffer                       7           2.13
tap                              140           3.46
Power and IR drop assume default switching activity.
